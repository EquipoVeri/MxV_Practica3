**design.v**
```verilog
module Data_RX (
	input clk,
	input reset,
	input interrupt,
	input error,
	input [7:0] DataInput,
	output logic data_flag,
	output logic clear_interrupt,
	output logic [7:0] DataOutput
);
enum logic [2:0] {IDLE, CLEAR_FLAG, DATA1, DATA2, END, ERROR} state;
logic [3:0] Data_byte_low;
logic [3:0] Data_byte_high;
always_ff@(posedge clk, negedge reset)
begin
	if(reset == 1'b0) 
		begin
			state <= IDLE;
			Data_byte_low <= 4'd0;
			Data_byte_high <= 4'd0;
		end
	else begin
		case(state)
		IDLE:
			if(interrupt == 1'b1 && error == 1'b0)begin
				state <= CLEAR_FLAG;
			end
			else if(interrupt == 1'b1 && error == 1'b1)
				state <= ERROR;
			else 
				state <= IDLE;
		CLEAR_FLAG: begin
			state <= DATA1;
			Data_byte_high <= DataInput [3:0];
		end
		DATA1: 
			state <= DATA2;	
		DATA2: 
			if(interrupt == 1'b1) begin
				state <= END;
				Data_byte_low <= DataInput [3:0];
			end
			else 
				state <= DATA2;		
		END:
			state <= IDLE;
		ERROR:
			if(interrupt == 1'b0) 
				state <= IDLE;
			else 
				state <= ERROR;
		default: 
			begin
				state <= IDLE;
				Data_byte_low <= 4'd0;
				Data_byte_high <= 4'd0;
			end
		endcase
	end
end
always_comb 
begin
data_flag = 1'b0;
clear_interrupt = 1'b0;
	case(state)
		DATA1:
			clear_interrupt = 1'b1;
		DATA2: begin
			clear_interrupt = 1'b0;
			data_flag = 1'b1;
		end
		END:
			data_flag = 1'b1;
		ERROR:begin
			clear_interrupt = 1'b0;
		end
		default: begin
			data_flag = 1'b0;
			clear_interrupt = 1'b0;
		end
	endcase
end
assign DataOutput = {Data_byte_high,Data_byte_low};
endmodule 
```
**run.sh**
```bash
#!/bin/bash
# OpenROAD 26Q1-2900-gdf79404cd8, Yosys 0.63+post, stock flow scripts
make -C /OpenROAD-flow-scripts/flow DESIGN_CONFIG=/design/flow/config.mk WORK_HOME=/design/flow/orfs finish
```
**config.mk**
```make
export PLATFORM = sky130hd
export DESIGN_NAME = Data_RX
export DESIGN_NICKNAME = Data_RX
export VERILOG_FILES = /design/flow/design.v
export SDC_FILE = /design/flow/constraint.sdc
export NUM_CORES = 4
export LEC_CHECK = 1
export CORE_AREA = 10 10 85 85
export DIE_AREA = 0 0 95 95
```
**constraint.sdc**
```tcl
current_design Data_RX

set clk_period 1.9
set clk_io_pct 0.2

create_clock -name clk0 -period $clk_period [get_ports {clk}]

set non_clock_inputs [all_inputs -no_clocks]
set_input_delay [expr $clk_period * $clk_io_pct] -clock clk0 $non_clock_inputs
set_output_delay [expr $clk_period * $clk_io_pct] -clock clk0 [all_outputs]
```
==> run notes <==
Synthesis and place-and-route results.

- The total I/O pin count is 22.
- The synthesized netlist was found by Yosys to have 57 cells.
- In the finished design, the share of the clock period the worst path needs comes to 90.5%.
- The core occupancy in the finished layout is 16.4%.
- The commonest cells after synthesis are sky130_fd_sc_hd__dfrtp_1, sky130_fd_sc_hd__nand2_1, sky130_fd_sc_hd__o21ai_0.
- The worst-case headroom to the max-slew limit is 59.8%.
- The endpoint class of the critical path is an output pin.
- The run finished with clean final reports.
- The congestion estimate from routability-driven global placement came to 0.748.
- After layout, the design draws a total of 0.690 mW.
- The cell sitting at the root of the clock tree is a sky130_fd_sc_hd__clkbuf_8.
- Entering global routing, the biggest net connects 15 pins.
- The post-detailed-placement half-perimeter wirelength is 1210 microns.
- The count of final hold-check violations is 0.
- In this run the critical register-to-register path is launched from state[4].
- Looking at hold timing, the worst path starts from state[1].
- The time the worst path needs with I/O delays and setup is 1.72 ns.
- The flow measured a signed area growth from synthesis to layout of 51.2%.
- The final antenna-violating net count is 0.
- Per the post-CTS timing run, clock transition at the registers of the reported paths is 0.05 ns.
- The number of synthesized flops with an enable pin is 0.
- Summing every instance area after synthesis gives 594 sq um.
- The wire length of the first global-routing pass is 2570 microns.
- The cell-mix breakdown from Yosys lists the compound-gate area share as 18.9%.
- The proportion of synthesized area in mux cells is 0%.
- Per the OpenROAD floorplan log, the width of the die is 95 microns.
- The maximum fanout encountered on the critical timing path is 2.
- Max-slew check failures listed in the final report amount to 0.
- The total of buffers placed on input and output ports is 17.
- In this run, the synthesized area fraction spent on and/or/nand/nor cells is recorded as 19.2%.
- The maximum level of the CTS H-tree is 1.
- The fraction of the core area occupied by cells at floorplan is 10.9%.
- Setup repair after global routing left no endpoint under its margin.
- The total number of warnings across the stage logs is 29.
- Post-CTS repair ended up resizing 0 cells.
- For reference, the top logic cell family by area is simple AND/OR/NAND/NOR gates.
- The clock drives 14 sinks.
- The unique cell type count in the Yosys netlist is 19.
- The number of antenna violations at the first check in global routing was 0.
- For this run, the script counts the antenna cells in the layout as 0.
- The leading register cell type out of synthesis is sky130_fd_sc_hd__dfrtp_1.
- The placement-stage worst setup slack is 0.372 ns.
- IR analysis of the VDD net gives a maximum drop of 0.188 mV.
- Dividing the detail-routed via count by the number of cells gives 3.32.
- The library cell with the largest summed area after synthesis is sky130_fd_sc_hd__dfrtp_1.
- The detailed-route wire length per cell is 10.3 microns.
- The area of the placeable core is 5470 sq um.
- The via count of the first global-routing pass was 512.
- For the worst-skew pair, the clock arrives at the later sink with an insertion delay of 0.24 ns.
- The main area contributors are sky130_fd_sc_hd__dfrtp_1, sky130_fd_sc_hd__o21ai_0, sky130_fd_sc_hd__nand2_1.
- In this run the post-CTS setup repair buffer count came out at 0.
- The leakage power in the latest report is 0.349 nW.
- The total negative slack is 0 ns.
- The number of rows created at floorplan is 27.
- The number of placed cells counting well taps is 144.
- Synthesis handed over a netlist of 57 instances.
- The max capacitance violation total is 0.
- The most used standard cell by instance count after synthesis is sky130_fd_sc_hd__dfrtp_1.
- Measured along the y axis, the die boundary spans 95 microns.
- The cts-stage hold buffer count is 0.
- The routed layout has 491 vias.
- The final timing report counts setup violations totalling 0.
- CTS reports a maximum clock tree buffer depth of 2.
- At the worst endpoint, the required time is 1.52 ns.
- The fraction of layout cells with a size suffix above 1 is 13.2%.
- In this build the clock could be raised as far as 582 MHz.
- In the global route stage, overall resource usage came out at 3.49%.
- Counting the buffers created by CTS gives 3.
- Global routing finished with a remaining overflow of 0.
- In the log, the iteration count for the first detailed-route pass is 2.
- The slew of the pin with the lowest slew margin is 0.601 ns.
- Averaged over all synthesized cells, the footprint is 10.4 sq um.
- The worst setup margin is 0.181 ns.
- After synthesis, the share of flip-flops with an asynchronous set or reset is 100%.
- The residual DRC count is 0.
- The xor/xnor cell area share of the yosys netlist is 0%.
- Between clock sinks in the finished design, the worst skew comes to 0.00414 ns.
- The number of storage elements in the synthesis netlist is 14.
- For this design the ratio of total power to cell area is 769 nW/um^2.
- The final cell count without fillers is 148.
- According to the timing report, the arrival time at the worst endpoint equals 1.34 ns.
- The launch point of the critical path is state[5].
- The first routing iteration left 27 violations.
- STA classifies the critical path startpoint as a flip-flop.
- The proportion of netlist area held by the largest area contributor is 54.7%.
- The total routed wirelength is 1530 microns.
- The die covers 9030 sq um.
- The total number of yosys warnings is 1.
- The chip area line in the Yosys stat output reads 594 sq um.
- The critical setup path kind is flip-flop to output pin.
- The proportion of synthesized chip area in sequential cells is 59.2%.
- The clock tree from TritonCTS is done.
- The type of the tightest min-delay check is flip-flop to flip-flop.
- Per the synthesis report, the adder-cell share of the synthesized area is 0%.
layout by cell type, fill, tap and decap left out:
cell type and n:
sky130_fd_sc_hd__dfrtp_1 13, sky130_fd_sc_hd__nand2_1 8, sky130_fd_sc_hd__o21ai_0 8, sky130_fd_sc_hd__dfstp_2 1, sky130_fd_sc_hd__clkdlybuf4s50_1 17, sky130_fd_sc_hd__o211ai_1 4, sky130_fd_sc_hd__o21bai_1 1, sky130_fd_sc_hd__or2_2 2
sky130_fd_sc_hd__nor2_1 1, sky130_fd_sc_hd__or4_4 1, sky130_fd_sc_hd__and3b_1 1, sky130_fd_sc_hd__buf_4 2, sky130_fd_sc_hd__nor2b_1 2, sky130_fd_sc_hd__a21oi_1 1, sky130_fd_sc_hd__o31ai_1 4, sky130_fd_sc_hd__clkbuf_1 1
sky130_fd_sc_hd__and2_1 1, sky130_fd_sc_hd__or2_4 1, sky130_fd_sc_hd__clkbuf_8 3, sky130_fd_sc_hd__nand3_1 4
power by group:
group / total [mW] / switching (mW) / leakage, nW / internal, mW
combinational: 0.119 / 0.0571 / 0.136 / 0.0618
sequential: 0.330 / 0.0134 / 0.191 / 0.317
clock: 0.241 / 0.0936 / 0.0228 / 0.148
total: 0.690 / 0.164 / 0.349 / 0.526
cell families (layout without fill, tap and decap cells):
family / Yosys count / after routing
compound gates: 18 / 18
buf+inv: 4 / 23
flops: 14 / 14
simple gates: 21 / 21
layer usage:
layer  GRT usage [%]  wire length, microns  vias to the layer above  share of wire, %
met4            1.37                    51                        0               3.3
met3           0.641                    70                        4               4.6
met5               0                     0                        -                 0
met2            5.95                   767                       11                50
met1            4.26                   640                      237                42
li1                -                     -                      239                 -
flip-flops by register name, indices dropped and copies added (netlist names):
register,flops
Data_byte_low,4
state,6
Data_byte_high,4
per-stage QoR:
step                      area [sq um]  hold WS, ns
after floorplan                    594       0.0844
after global placement             853        0.499
after detailed placement           853        0.491
after CTS                          898        0.501
after global routing               898        0.530
final                              898        0.498
worst paths after layout:
kind,endpoint,slack [ns],depth (start not counted)
min in group asynchronous,Data_byte_low[1],0.52,1
worst min-delay path,state[0],0.50,1
max in group asynchronous,state[1],0.98,1
worst max register to register,Data_byte_low[0],0.36,3
worst min register to register,state[0],0.50,1
worst max-delay path,data_flag,0.18,2
worst max-delay path, stage by stage, from the launching register on:
cell and delay [ns]:
sky130_fd_sc_hd__dfrtp_1 0.38, sky130_fd_sc_hd__or2_2 0.31, sky130_fd_sc_hd__clkdlybuf4s50_1 0.42
cell type report:
class	instances	area, sq um
multi-input cells	39	226
flip-flops and latches	14	352
clock buffers	4	45.0
fillers	607	4570
repair buffers	19	185
well taps	72	90.1
Power is estimated from default activity; no workload was simulated.
