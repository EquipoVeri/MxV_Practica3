$ cat /design/flow/config.mk
export PLATFORM = sky130hd
export DESIGN_NAME = Counter_TX
export DESIGN_NICKNAME = Counter_TX
export VERILOG_FILES = /design/flow/design.v
export SDC_FILE = /design/flow/constraint.sdc
export NUM_CORES = 4
export LEC_CHECK = 1
export CORE_AREA = 10 10 114 114
export DIE_AREA = 0 0 124 124
$ cat /design/flow/constraint.sdc
current_design Counter_TX

set clk_period 3.6
set clk_io_pct 0.2

create_clock -name clk0 -period $clk_period [get_ports {clk}]

set non_clock_inputs [all_inputs -no_clocks]
set_input_delay [expr $clk_period * $clk_io_pct] -clock clk0 $non_clock_inputs
set_output_delay [expr $clk_period * $clk_io_pct] -clock clk0 [all_outputs]
$ cat /design/flow/design.v
module Counter_TX(
	input clk, rst, 
	output reg iguales
    );
parameter [25:0] YY = 434;
reg [25:0] CuentaCada20ns;
always @ (negedge rst or posedge clk) begin
	if(rst == 1'b0) 
		CuentaCada20ns <= 0;
	else if (iguales) 
		CuentaCada20ns <= 0;
	else 
		CuentaCada20ns <= CuentaCada20ns + 1'b1;
end
always @ (YY or CuentaCada20ns) begin
	if(CuentaCada20ns == YY) iguales = 1'b1;
	else iguales = 1'b0;
end
endmodule 
$ cat /design/flow/run.sh
#!/bin/bash
# OpenROAD 26Q1-2900-gdf79404cd8, Yosys 0.63+post, stock flow scripts
make -C /OpenROAD-flow-scripts/flow DESIGN_CONFIG=/design/flow/config.mk WORK_HOME=/design/flow/orfs finish
==> metrics.csv <==
metric,value,unit
status,"finished, final reports clean",
setup repair after global routing missed its margin,false,
count of boundary I/O pins,3,
half-perimeter wire length of the detailed placement result,1500,microns
clk slew on worst S/H paths,0.09,ns
number of warning messages in the logs,27,
remaining antenna violation count,0,
data arrival time of the critical path,2.22,ns
and+or+nand+nor area frac,28.2,%
Fin Clk Skew,0.00754,ns
Top Registers,CuentaCada20ns (26),
count of pins over their slew limit,0,
Synth flops,26,
compound-gate portion of the synthesized area,0,%
hold path depth,1,
Yosys warning total,1,
"top comb family, area",simple AND/OR/NAND/NOR gates,
area of all sequential standard cells,651,sq um
detailed-router iteration count before antenna repair,4,
capturing element type of the critical path,primary output,
Chip Height,124,microns
clock tree sinks,26,
final worst path period share,81.7,%
"Gates resized, CTS repair",0,
Cells after Synth,111,
start-to-end type of the worst setup path,reg -> out,
yosys cell count,111,
maximum number of pins on one net before global-route repair,27,
Post-synth seq share,51.1,%
static power due to leakage,0.636,nW
max reg flops,26,
horizontal extent of the die,124,microns
average wire length per cell after detail routing,8.48,microns
Synth Area in XOR/XNOR,16.5,%
power density relative to cell area,354,mW/mm^2
Inserted Clock Buffers,3,
core region area,0.0104,sq mm
setup bufs post-CTS,0,
filler cell count in the final layout,1152,
via total after detailed routing,807,
Initial Utilization,12.2,%
antenna violations before repair,0,
Antenna Cells,0,
GRT Util Overall,3.14,%
register containing the most flip-flops in the final layout,CuentaCada20ns,
Clock Latency Late Sink,0.27,ns
hold violation count in the final report,0,
Largest type area fraction,51.1,%
deepest level of the CTS H-tree,1,
RD Place Congestion,0.801,
gr ovfl total,0,
final number of setup-violating endpoints,0,
slew at the pin closest to its max-slew limit,0.473,ns
largest cells by area after synthesis,"dfrtp_1 (51%), xnor2_1 (11%), xor2_1 (5.5%)",
category of the worst setup path launch point,flop,
remaining design rule violation count,0,
TritonCTS clock tree,done,
overall die area,0.0154,sq mm
count of cells along the worst register-to-register path,4,
number of max-cap violations,0,
combinational gate area,607,sq um
most frequently placed logic cell in the final layout,dfrtp_1,
overall routed net length,2140,microns
most area-hungry cell type in the Yosys netlist,dfrtp_1,
maximum fanout along the worst path,8,
post-cts hold buffer count,0,
class of the worst hold path,reg -> reg,
Row Count,37,
number of I/O port buffers,2,
maximum frequency from static timing analysis,340,MHz
mean number of vias per cell,3.20,
overall power after layout,542,uW
relative slew slack,68.2,%
worst vdd rail ir drop,0.272,mV
share of layout cells above drive strength 1,10.3,%
adder share,2.95,%
vias in the first global route,845,
minimum clock period after layout,2.94,ns
share of cell area taken by muxes after synthesis,0,%
number of buffers on the longest clock path,2,
distinct lib cells,22,
cell area after synthesis,0.00127,sq mm
"leading cell types in the layout, fill and taps excluded","dfrtp_1 (26), xnor2_1 (16), nor2_1 (10)",
wire length of the first global-routing pass,4040,microns
sum of negative setup slack,0,ns
worst path required time,2.88,ns
summed standard-cell area reported by yosys,0.00127,sq mm
Post-Syn Area per Cell,11.5,sq um
area added between synthesis and finish,20.1,%
clock tree root buffer cell,clkbuf_8,
initial detailed-routing violation count,61,
## Yosys cell counts, drive strengths merged
cell,count
dfrtp,26
xnor2,16
nand3,10
nand4,10
nor2,10
nand2,8
xor2,8
nor4,6
and4,4
ha,3
nor3,3
and3,2
buf,2
nor4b,2
inv,1
## where the power goes
part,switching [mW],leakage [nW],internal (mW)
logic,0.00558,0.247,0.00166
clock network,0.0945,0.0357,0.149
registers,0,0.354,0.292
total,0.100,0.636,0.442
## routing by layer
layer | vias up | track usage (%) | routed length (microns)
met4 | 0 | 0.288 | 5
met5 | - | 0 | 0
met3 | 2 | 0.964 | 100
met2 | 6 | 4.21 | 862
met1 | 396 | 4.99 | 1170
li1 | 403 | - | -
## cell families after synthesis
kind of cell / Yosys count
DFF: 26
adders and majority gates: 3
xor gates and xnor gates: 24
and+or+nand+nor: 55
buffers and inverters: 3
## through the flow
step | area [sq um] | utilization [%] | hold slack, ns | setup WS (ns) | std cells
floorplan | 1270 | - | 0.424 | 1.70 | 111
global placement | 1460 | 14.0 | 0.478 | 1.03 | 248
detailed placement | 1460 | 14.0 | 0.476 | 0.978 | 248
CTS | 1530 | 14.7 | 0.489 | 0.624 | 252
global route | 1530 | 14.7 | 0.501 | 0.475 | 252
finish | 1530 | 14.7 | 0.486 | 0.660 | 252
## cell type report
| class | instances | area share (%) |
|---|---|---|
| clock buffer | 3 | 2.70 |
| timing repair buffer | 3 | 1.80 |
| sequential | 26 | 42.5 |
| multi-input combinational | 82 | 39.7 |
| tap | 136 | 11.1 |
| clock inverter | 1 | 1.96 |
| inverter | 1 | 0.245 |
## worst paths after layout
kind,start,end,slack [ns]
min in group asynchronous,rst,CuentaCada20ns[14],0.81
max reg2reg,CuentaCada20ns[0],CuentaCada20ns[25],1.97
min reg2reg,CuentaCada20ns[25],CuentaCada20ns[25],0.49
max,CuentaCada20ns[0],iguales,0.66
max in group asynchronous,rst,CuentaCada20ns[25],2.53
min,CuentaCada20ns[25],CuentaCada20ns[25],0.49
## critical path: stages, from the launching register on
cell and delay (ns):
dfrtp_1 0.46, inv_1 0.08, ha_1 0.13, nor4b_1 0.26, nand2_1 0.15, nor3_4 0.33
clkdlybuf4s50_1 0.53
Power figures rest on the tool's default switching activity, not on a simulated workload.
