$ cat design.v
module CounterWithFunction
#(
	parameter MAXIMUM_VALUE = 8,
	parameter NBITS_FOR_COUNTER = CeilLog2(MAXIMUM_VALUE)
)
(
	input clk,
	input reset,
	input enable_Push,
	input enable_Pop,
	output flag_empty,
	output flag_full,
	output[NBITS_FOR_COUNTER-1:0] CountWrite,
	output[NBITS_FOR_COUNTER-1:0] CountRead 
);
bit MaxValue_Bit;
bit Zero_Bit;
logic [NBITS_FOR_COUNTER-1 : 0] Count_logic;
logic [NBITS_FOR_COUNTER-1 : 0] Count_read;
logic [NBITS_FOR_COUNTER-1 : 0] Count_elements;
	always_ff@(posedge clk or negedge reset) begin
		if (reset == 1'b0) begin
			Count_logic <= {NBITS_FOR_COUNTER{1'b0}};
			Count_read <= {NBITS_FOR_COUNTER{1'b0}};
			Count_elements <= {NBITS_FOR_COUNTER{1'b0}};
		end
		else begin
				if((enable_Push == 1'b1) && (MaxValue_Bit == 1'b0)) begin
					if(Count_logic == MAXIMUM_VALUE-1)
						Count_logic <= 0;
					else begin
						Count_logic <= Count_logic + 1'b1;
						Count_elements <= Count_elements + 1'b1;
					end
				end
				if((enable_Pop == 1'b1) && (Zero_Bit == 1'b0)) begin
					if(Count_read ==  MAXIMUM_VALUE - 1)
						Count_read <= 0;
					else begin
						Count_read <= Count_read + 1'b1;	
						Count_elements <= Count_elements - 1'b1;
					end
				end	
		end	
	end
always_comb begin
	if(Count_elements == MAXIMUM_VALUE-1)
		MaxValue_Bit = 1; 
	else
		MaxValue_Bit = 0;
	if ((Count_elements == 0) && (Count_read == 0))
		Zero_Bit = 1;
	else
		Zero_Bit = 0;
end
assign flag_full = MaxValue_Bit;
assign flag_empty = Zero_Bit;
assign CountWrite = Count_logic;
assign CountRead = Count_read;
     function integer CeilLog2;
       input integer data;
       integer i,result;
       begin
          for(i=0; 2**i <= data; i=i+1)
             result = i + 1;
          CeilLog2 = result;
       end
    endfunction
endmodule
$ cat run.sh
#!/bin/bash
# OpenROAD 26Q1-2900-gdf79404cd8, Yosys 0.63+post, stock flow scripts
make -C /OpenROAD-flow-scripts/flow DESIGN_CONFIG=/design/flow/config.mk WORK_HOME=/design/flow/orfs finish
$ cat config.mk
export PLATFORM = sky130hd
export DESIGN_NAME = CounterWithFunction
export DESIGN_NICKNAME = CounterWithFunction
export VERILOG_FILES = /design/flow/design.v
export SDC_FILE = /design/flow/constraint.sdc
export NUM_CORES = 4
export LEC_CHECK = 1
export CORE_AREA = 10 10 70 70
export DIE_AREA = 0 0 80 80
$ cat constraint.sdc
current_design CounterWithFunction

set clk_period 2.8
set clk_io_pct 0.2

create_clock -name clk0 -period $clk_period [get_ports {clk}]

set non_clock_inputs [all_inputs -no_clocks]
set_input_delay [expr $clk_period * $clk_io_pct] -clock clk0 $non_clock_inputs
set_output_delay [expr $clk_period * $clk_io_pct] -clock clk0 [all_outputs]
==> impl_metrics.tcl <==
# metrics dict for downstream scripts
set metrics [dict create \
    die_y_um 80 \
    crit_path_end_kind "primary output" \
    hold_path_class "flop to flop" \
    path_class "flop to primary output" \
    clock_latency_ps 280 \
    clockBufferDepth 2 \
    cts_tree "built" \
    ff_latch_area_um2 300.3 \
    holdBufCountCts 0 \
    route.vias.total 524 \
    layout_top_cells "clkdlybuf4s50_1 (13), dfrtp_1 (12), inv_1 (7)" \
    chipWidth_um 80 \
    drc 0 \
    period_needed_ps 2401 \
    globalRouteOverflowTotal 0 \
    synthesis.area_um2 675.6 \
    syn_avg_cell_area_um2 10.39 \
    setup_tns_ps 0 \
    vias_per_cell 4.094 \
    comb_area_um2 349.1 \
    preCtsSetupSlack_ps 676.6 \
    clock.fmax_ghz 0.4164 \
    hold_viol 0 \
    leakage_uw 0.0004042 \
    wirelength_um 1417 \
    arrival_ps 1840 \
    min_period_over_period_pct 85.76 \
    status "completed" \
    met1_usage_pct 6.722 \
    yosysTopAreaCell "dfrtp_1" \
    max_cap_viol_count 0 \
    worst-path-buf-inv 1 \
    drive_gt1_share_pct 10.98 \
    fin_skew_ps 5.364 \
    vdd_drop_max_mv 0.4374 \
    setup_viol 0 \
    fp_util_pct 19.78 \
    syn_inst 65 \
    max-slew-margin-rel_pct 63.64 \
    clkSinkCount 12 \
    grt_use_total_pct 4.869 \
    slowest_delay_ps 580 \
    cts_resized 0 \
    pin_count 14 \
    post_cts_buffers 0 \
    nFillCells 384 \
    yosysUniqueCellTypes 22 \
    dp_hpwl_um 1117 \
    ys_seq_share_pct 44.44 \
    cts_root_buf "clkbuf_4" \
    path_cells "or4_4 > nor2_1 > clkdlybuf4s50_1" \
    yosys_warnings 1 \
    io_buffers 13 \
    worstMarginPinSlew_ps 543.7 \
    r2r_setup_slack_ps 930 \
    synth_top_area_share_pct 44.44 \
    clk_pin_slew_worst_paths_ps 70 \
    wl_per_cell_um 11.07 \
    cp_max_fo 5 \
    area_leaders "dfrtp_1 (44%), ha_1 (9.3%), inv_1 (3.9%)" \
    busiest_layer "met2" \
    gp_congestion 0.7824 \
    area_growth_pct 33.15 \
    rows 21 \
    cp.required_ps 2240 \
    use_met2_pct 7.143 \
    die_area_um2 6400 \
    antenna_found_initial 0 \
    crit_family "simple AND/OR/NAND/NOR gates" \
    coreArea_um2 3416 \
    tool_warnings 27 \
    grt_pass1_wl_um 2518 \
    final_max_slew_viol_count 0 \
    fin_util_pct 26.34 \
    cts_buffers 3 \
    h-tree-depth 1 \
    synth_stat.cells 65 \
    setup_ws_ps 398.7 \
    firstDrtPassIters 3 \
    grt_pass1_vias 556 \
    grt_max_degree 13 \
    p_per_area_nw_per_um2 999.0 \
    cp_slowest_cell "or4_4" \
    ys.flops 12 \
    grtUsageMet3_pct 2.386 \
    rsz0062_at_grt "no" \
    yosysChipArea_um2 675.6 \
    mostFrequentLayoutCell "clkdlybuf4s50_1" \
    diodes 0 \
    drt_iter0_drc 19 \
    cp-start-kind "flop" \
    drtAntennaViolNets 0 \
]
[kinds of logic after synthesis]
family	share of synthesized area (%)
simple gates	20.37
flops	44.44
compound gates	9.259
buf+inv	3.890
xor+xnor	6.483
fa+ha+maj	9.259
mux	6.296
[worst register-to-register path: cells and delay by family (launching register included)]
family,cells,cell delay (ps)
AND/OR/NAND/NOR,1,580
flip-flops,1,420
AND-OR/OR-AND,1,380
multiplexers,1,380
[state kept, by name, indices dropped and copies added (netlist names)]
name	cells
Count_logic	4
Count_elements	4
Count_read	4
[Yosys cell counts]
| cell | number |
|---|---|
| nand3_1 | 4 |
| o21ai_0 | 5 |
| nand4_1 | 2 |
| o221ai_1 | 1 |
| nor2_1 | 2 |
| or4_4 | 1 |
| nor3b_1 | 1 |
| mux2i_1 | 2 |
| nand2_1 | 6 |
| ha_1 | 5 |
| a21o_1 | 1 |
| dfrtp_1 | 12 |
| xor2_1 | 3 |
| xnor2_1 | 2 |
| and3_1 | 2 |
| or3_1 | 1 |
| and3_2 | 1 |
| o211ai_4 | 1 |
| or4_1 | 1 |
| nand3b_1 | 3 |
| mux2_2 | 2 |
| inv_1 | 7 |
[layer usage]
layer / vias to the layer above / part of all wire (%)
met5: - / 0
met4: 0 / 0
met2: 12 / 43
li1: 263 / -
met3: 0 / 9.2
met1: 249 / 47
[per-stage QoR]
step	cell area (um^2)	hold slack (ps)	total power, uW	instances
2_1_floorplan	675.6	264.4	577.9	65
3_3_place_gp	863.3	483.2	763.9	124
3_5_place_dp	863.3	481.3	771.5	124
4_1_cts	899.6	499.8	916.1	128
5_1_grt	899.6	551.6	995.6	128
6_report	899.6	491.9	898.7	128
[worst paths after layout]
| check | from | end | cells past startpoint |
|---|---|---|---|
| worst max-delay path | Count_read[2]$_DFFE_PN0P_ | flag_empty | 3 |
| worst max register to register | Count_read[2]$_DFFE_PN0P_ | Count_read[1]$_DFFE_PN0P_ | 3 |
| min in group asynchronous | reset | Count_read[1]$_DFFE_PN0P_ | 1 |
| worst min-delay path | Count_elements[3]$_DFF_PN0_ | Count_elements[3]$_DFF_PN0_ | 1 |
| worst min register to register | Count_elements[3]$_DFF_PN0_ | Count_elements[3]$_DFF_PN0_ | 1 |
| max in group asynchronous | reset | Count_read[0]$_DFFE_PN0P_ | 1 |
[layout make-up]
type                            instances  share of cell area (%)
Tap cell                               46                   6.398
Timing Repair Buffer                   13                   14.46
Clock buffer                            4                   4.033
Inverter                                7                   2.921
Sequential cell                        12                   33.38
Multi-Input combinational cell         46                   38.80
[power breakdown]
| part | switching (uW) | internal [uW] | total (uW) |
|---|---|---|---|
| Combinational | 156 | 245 | 401 |
| Clock | 60.2 | 79.1 | 139 |
| Sequential | 96.5 | 262 | 359 |
| Total | 313 | 586 | 899 |
Power is estimated from default activity; no workload was simulated.
